==> design.v <==
`timescale 1ns / 1ps
module  PWM(input clk,input  [7:0] duty_cycle,output PWM_out );
  reg [7:0] pwm_counter=0;
always@(posedge clk)
begin
	if(pwm_counter >= 100)
		pwm_counter <= 0;
	else
		pwm_counter <= pwm_counter + 1;
end
assign PWM_out = pwm_counter < duty_cycle ? 1 : 0;
endmodule
`timescale 1ns / 1ps
module dsd_CEP(input clk,  
    input reset,
    input[8:0]sw1,
    output reg[8:0] led1,
    output reg [7:0] SSEG_CA,
    output reg [7:0] SSEG_AN,
    output reg R,
    output reg G,
    output reg B
    );
    wire [18:0] count_out;
    reg [7:0] duty_cycle;
    wire Pwm_out;
    reg [3:0] seg;
    reg [3:0] first;
    reg [3:0] second;
    reg [3:0] third;
    reg [3:0] fourth;
    reg [3:0] fifth;
    reg [7:0] number;
    reg sign;
  counter S1 (clk, reset, count_out);
  PWM P1(.clk(clk),.duty_cycle(duty_cycle) ,.PWM_out(Pwm_out));
    always@(posedge clk)
    begin
    case({count_out[18],count_out[17],count_out[16]})
    3'b000: begin
    SSEG_AN<=8'b11111110;
    seg<=fifth;
    end
    3'b001: begin
    SSEG_AN<=8'b11111101;
    seg<=fourth;
    end
    3'b010: begin
    SSEG_AN<=8'b11111011;
    seg<=third;
    end
    3'b011: begin
    SSEG_AN<=8'b11110111;
    seg<=second; 
    end
    3'b100: begin
    SSEG_AN<=8'b11101111;
    seg<=first; 
    end
    endcase 
    led1 <= sw1;
    fifth=4'b1011;
    fourth=4'b1010;
    if (sw1[8]==0)   first=4'b1110;
    else          first=4'b1111;
    case (seg)
        4'b0000: SSEG_CA <= 8'b11000000;
        4'b0001: SSEG_CA <= 8'b11111001;
        4'b0010: SSEG_CA <= 8'b10100100;
        4'b0011: SSEG_CA <= 8'b10110000;
        4'b0100: SSEG_CA <= 8'b10011001;
        4'b0101: SSEG_CA <= 8'b10010010;
        4'b0110: SSEG_CA <= 8'b10000010;
        4'b0111: SSEG_CA <= 8'b11011000;
        4'b1000: SSEG_CA <= 8'b10000000;
        4'b1001: SSEG_CA <= 8'b10011000;
        4'b1110: SSEG_CA <= 8'b11111111; 
        4'b1111: SSEG_CA <= 8'b10111111; 
        4'b1010: SSEG_CA <= 8'b11111101; 
        4'b1011: SSEG_CA <= 8'b11000110; 
       endcase
        case(sw1[7:0])
        8'b00000000: begin second=4'b0000;  third=4'b0000; end
        8'b00000001: begin second=4'b0000;  third=4'b0001; end
        8'b00000010: begin second=4'b0000;  third=4'b0010; end
        8'b00000011: begin second=4'b0000;  third=4'b0011; end
        8'b00000100: begin second=4'b0000;  third=4'b0100; end
        8'b00000101: begin second=4'b0000;  third=4'b0101; end
        8'b00000110: begin second=4'b0000;  third=4'b0110; end
        8'b00000111: begin second=4'b0000;  third=4'b0111; end
        8'b00001000: begin second=4'b0000;  third=4'b1000; end
        8'b00001001: begin second=4'b0000;  third=4'b1001; end
        8'b00001010: begin second=4'b0001;  third=4'b0000; end 
        8'b00001011: begin second=4'b0001;  third=4'b0001; end
        8'b00001100: begin second=4'b0001;  third=4'b0010; end
        8'b00001101: begin second=4'b0001;  third=4'b0011; end
        8'b00001110: begin second=4'b0001;  third=4'b0100; end
        8'b00001111: begin second=4'b0001;  third=4'b0101; end
        8'b00010000: begin second=4'b0001;  third=4'b0110; end
        8'b00010001: begin second=4'b0001;  third=4'b0111; end
        8'b00010010: begin second=4'b0001;  third=4'b1000; end
        8'b00010011: begin second=4'b0001;  third=4'b1001; end
        8'b00010100: begin second=4'b0010;  third=4'b0000; end 
        8'b00010101: begin second=4'b0010;  third=4'b0001; end
        8'b00010110: begin second=4'b0010;  third=4'b0010; end
        8'b00010111: begin second=4'b0010;  third=4'b0011; end
        8'b00011000: begin second=4'b0010;  third=4'b0100; end
        8'b00011001: begin second=4'b0010;  third=4'b0101; end
        8'b00011010: begin second=4'b0010;  third=4'b0110; end
        8'b00011011: begin second=4'b0010;  third=4'b0111; end
        8'b00011100: begin second=4'b0010;  third=4'b1000; end
        8'b00011101: begin second=4'b0010;  third=4'b1001; end
        8'b00011110: begin second=4'b0011;  third=4'b0000; end 
        8'b00011111: begin second=4'b0011;  third=4'b0001; end
        8'b00100000: begin second=4'b0011;  third=4'b0010; end
        8'b00100001: begin second=4'b0011;  third=4'b0011; end
        8'b00100010: begin second=4'b0011;  third=4'b0100; end
        8'b00100011: begin second=4'b0011;  third=4'b0101; end
        8'b00100100: begin second=4'b0011;  third=4'b0110; end
        8'b00100101: begin second=4'b0011;  third=4'b0111; end
        8'b00100110: begin second=4'b0011;  third=4'b1000; end
        8'b00100111: begin second=4'b0011;  third=4'b1001; end
        8'b00101000: begin second=4'b0100;  third=4'b0000; end 
        8'b00101001: begin second=4'b0100;  third=4'b0001; end
        8'b00101010: begin second=4'b0100;  third=4'b0010; end
        8'b00101011: begin second=4'b0100;  third=4'b0011; end
        8'b00101100: begin second=4'b0100;  third=4'b0100; end
        8'b00101101: begin second=4'b0100;  third=4'b0101; end
        8'b00101110: begin second=4'b0100;  third=4'b0110; end
        8'b00101111: begin second=4'b0100;  third=4'b0111; end
        8'b00110000: begin second=4'b0100;  third=4'b1000; end
        8'b00110001: begin second=4'b0100;  third=4'b1001; end
        8'b00110010: begin second=4'b0101;  third=4'b0000; end 
        8'b00110011: begin second=4'b0101;  third=4'b0001; end
        8'b00110100: begin second=4'b0101;  third=4'b0010; end
        8'b00110101: begin second=4'b0101;  third=4'b0011; end
        8'b00110110: begin second=4'b0101;  third=4'b0100; end
        8'b00110111: begin second=4'b0101;  third=4'b0101; end
        8'b00111000: begin second=4'b0101;  third=4'b0110; end
        8'b00111001: begin second=4'b0101;  third=4'b0111; end
        8'b00111010: begin second=4'b0101;  third=4'b1000; end
        8'b00111011: begin second=4'b0101;  third=4'b1001; end
        8'b00111100: begin second=4'b0110;  third=4'b0000; end 
        8'b00111101: begin second=4'b0110;  third=4'b0001; end
        8'b00111110: begin second=4'b0110;  third=4'b0010; end
        8'b00111111: begin second=4'b0110;  third=4'b0011; end
        8'b01000000: begin second=4'b0110;  third=4'b0100; end
        8'b01000001: begin second=4'b0110;  third=4'b0101; end
        8'b01000010: begin second=4'b0110;  third=4'b0110; end
        8'b01000011: begin second=4'b0110;  third=4'b0111; end
        8'b01000100: begin second=4'b0110;  third=4'b1000; end
        8'b01000101: begin second=4'b0110;  third=4'b1001; end
        8'b01000110: begin second=4'b0111;  third=4'b0000; end
        8'b01000111: begin second=4'b0111;  third=4'b0001; end
        8'b01001000: begin second=4'b0111;  third=4'b0010; end
        8'b01001001: begin second=4'b0111;  third=4'b0011; end
        8'b01001010: begin second=4'b0111;  third=4'b0100; end
        8'b01001011: begin second=4'b0111;  third=4'b0101; end
        8'b01001100: begin second=4'b0111;  third=4'b0110; end
        8'b01001101: begin second=4'b0111;  third=4'b0111; end
        8'b01001110: begin second=4'b0111;  third=4'b1000; end
        8'b01001111: begin second=4'b0111;  third=4'b1001; end
        8'b01010000: begin second=4'b1000;  third=4'b0000; end
        8'b01010001: begin second=4'b1000;  third=4'b0001; end
        8'b01010010: begin second=4'b1000;  third=4'b0010; end
        8'b01010011: begin second=4'b1000;  third=4'b0011; end
        8'b01010100: begin second=4'b1000;  third=4'b0100; end
        8'b01010101: begin second=4'b1000;  third=4'b0101; end
        8'b01010110: begin second=4'b1000;  third=4'b0110; end
        8'b01010111: begin second=4'b1000;  third=4'b0111; end
        8'b01011000: begin second=4'b1000;  third=4'b1000; end
        8'b01011001: begin second=4'b1000;  third=4'b1001; end
        8'b01011010: begin second=4'b1001;  third=4'b0000; end
        8'b01011011: begin second=4'b1001;  third=4'b0001; end
        8'b01011100: begin second=4'b1001;  third=4'b0010; end
        8'b01011101: begin second=4'b1001;  third=4'b0011; end
        8'b01011110: begin second=4'b1001;  third=4'b0100; end
        8'b01011111: begin second=4'b1001;  third=4'b0101; end
        8'b01100000: begin second=4'b1001;  third=4'b0110; end
        8'b01100001: begin second=4'b1001;  third=4'b0111; end
        8'b01100010: begin second=4'b1001;  third=4'b1000; end
        8'b01100011: begin second=4'b1001;  third=4'b1001; end
        default:begin second=4'b1111;  third=4'b1111; end
        endcase
  end 
    always@(posedge clk)
    begin
    number = sw1[7:0];
    sign=sw1[8];
    if (sign==1 )
    begin
        if (number>8'd0 & number <8'd20)
        begin
        duty_cycle<=number+2;
         G=0; R=0; B=Pwm_out;
        end
        else if (number>=8'd20 & number <8'd40)
        begin
        duty_cycle<=number-18;
         G=Pwm_out; B=Pwm_out; R=Pwm_out;
        end
    end
    else if (number>=8'd0 & number <8'd20)
    begin
    duty_cycle<=number+2;
    begin G<=Pwm_out; R=0; B<=Pwm_out;end
    end
    else if (number>=8'd20 & number <8'd40)
    begin
    duty_cycle<=number-18;
    begin G=Pwm_out; B=0; R=Pwm_out;end
    end
    else if (number>=8'd40 & number <8'd60)
    begin
    duty_cycle<=number-38;
    begin R=0; G=Pwm_out; B=0;end
    end
    else if (number>=8'd60 & number <8'd80 )
    begin
    duty_cycle<=number-58;
     R=Pwm_out; G=0; B=Pwm_out;
    end
    else if (number>=8'd80 )
    begin
    duty_cycle<=number-78;
     G=0; R=Pwm_out; B=0;
    end
  end
endmodule
module counter(input clk,input reset,output reg [18:0] count_out);
always@(posedge clk or posedge reset)
begin
if(reset)
count_out<=0;
else
count_out=count_out+1;
end
endmodule
==> run.sh <==
#!/bin/bash
# OpenROAD 26Q1-2900-gdf79404cd8, Yosys 0.63+post, stock flow scripts
make -C /OpenROAD-flow-scripts/flow DESIGN_CONFIG=/design/flow/config.mk WORK_HOME=/design/flow/orfs finish
==> config.mk <==
export PLATFORM = sky130hd
export DESIGN_NAME = dsd_CEP
export DESIGN_NICKNAME = dsd_CEP
export VERILOG_FILES = /design/flow/design.v
export SDC_FILE = /design/flow/constraint.sdc
export NUM_CORES = 4
export LEC_CHECK = 1
export CORE_UTILIZATION = 40
==> constraint.sdc <==
current_design dsd_CEP

set clk_period 4.6
set clk_io_pct 0.2

create_clock -name clk0 -period $clk_period [get_ports {clk}]

set non_clock_inputs [all_inputs -no_clocks]
set_input_delay [expr $clk_period * $clk_io_pct] -clock clk0 $non_clock_inputs
set_output_delay [expr $clk_period * $clk_io_pct] -clock clk0 [all_outputs]
==> out/metrics.yaml <==
outcome: "finished, final reports clean"
io_buffers: 34
cts_setup_buffers: 0
cts_max_level: 3
ys_cells: 405
routed_wl_um: 7507
synthAoiAreaFrac_pct: 14.61
ys_top_logic_family: "simple AND/OR/NAND/NOR gates"
drive_above_1_share_pct: 7.727
routabilityCongestion: 0.9279
ios: 39
antenna_found_initial: 0
hold_depth: 1
synth.cell_area_um2: 3965
hold_path.class: "reg2reg"
row_count: 35
track_usage_pct: 16.14
netlist_instances: 405
hold_buffers: 0
drt-initial-drc-count: 124
cp_common_cell: "nor2_1"
num_vias: 2889
cellPowerDensity_nw_per_um2: 302.7
critPathSlowestCell: "clkdlybuf4s50_1"
dieWidth_um: 101.6
timing.final.ws_setup_ns: 0.8984
dpl_worst_slack_ns: 0.6120
drv_slew: 0
fmax_mhz: 270.2
rsz0062_at_grt: "false"
clock-sinks: 71
layout_top_cell: "nor2_1"
core_um2: 9415
antenna_cells: 0
async_reset_ff_share_pct: 26.76
ctsResizeCount: 0
ys_sh_xor_pct: 6.185
clkTransAtPathRegs_ns: 0.08
simple_gate_area_share_pct: 16.76
drt-wirelength-per-cell_um: 13.19
fin_crit_ns: 3.702
p_switching_mw: 0.3295
avgSynthCellArea_um2: 9.790
crit_path_max_fanout: 12
synthFlopType: "edfxtp_1"
edf_count: 27
finalHoldViolations: 0
seqPwrFrac_pct: 49.5
synth.area.mux_share_pct: 3.250
leakage_nw: 1.884
ys_seq_elements: 71
die_h_um: 101.6
synthDistinctLibCells: 60
fin_worst_skew_ns: 0.01384
p_sw_share_pct: 23.60
clk_latency_ns: 0.34
top_area_share_pct: 20.45
setup_violations: 0
initCoreUtil_pct: 42.11
warning_count: 34
slew_headroom_pct: 52.30
gr-total-overflow: 0
ys_seq_share_pct: 45.06
cts_tree: "done"
max_slew.worst_pin.slew_ns: 0.7147
cp.arrival_ns: 3.79
grt_pass1_vias: 2656
area_leaders: "edfxtp_1 20%, dfxtp_1 13%, dfrtp_1 12%, ha_1 7.9%, xnor2_1 4.9%"
root_buffer: "clkbuf_8"
grt_pass1_wl_um: 12660
yosys_warnings: 3
viasPerCell: 5.077
setup_tns_ns: 0
fa_ha_area_share_pct: 8.394
period_used_pct: 80.47
final_cell_mix: "38 x nor2_1, 34 x clkdlybuf4s50_1, 30 x nand2_1"
clk_path_buf_depth: 2
maxCapViolCount: 0
cp-start-kind: "input pin"
crit_path_end_kind: "flip-flop"
numCtsBuffers: 9
syn2layout_area_growth_pct: 16.35
r2r_cells: 6
postRouteAntennaNets: 0
chipArea_um2: 10310
critPathKind: "in2reg"
firstDrtPassIters: 4
route.detailed.drc: 0
fillers: 849
ir_worst_vdd_mv: 0.1256
ys_area_um2: 3965
hpwlAfterDp_um: 5430
path_cells: "clkdlybuf4s50_1 -> nand4_1 -> nor2_1 -> a31oi_1 -> nor2_1 -> inv_1 -> fa_1 -> nand2b_1 -> a21oi_1 -> o21a_1 -> nor4_1 -> o41a_1"
grt_max_degree: 24
crit_path_max_incr_delay_ns: 0.75
clkPwrFrac_pct: 37.7
yosysTopAreaCell: "edfxtp_1"
intPower_mw: 1.067
cp.required_ns: 4.69
comb_power_share_pct: 12.8
-- synthesized netlist by cell type, drive strengths merged, types with 8 or more instances --
master / instances
ha: 25
nand2: 31
edfxtp: 27
dfxtp: 25
nor2: 38
o21ai: 20
nor3: 8
a21oi: 20
dfrtp: 19
clkbuf: 11
xnor2: 22
nand3: 14
inv: 23
buf: 14
nand2b: 10
-- critical path, delay by kind of cell --
kind            cells  cell delay (ns)
fa+ha+maj           1             0.41
compound gates      4             0.71
simple gates        5             0.86
buf+inv             2             0.88
-- metal layers --
layer  up-vias  GRT usage [%]  part of all wire [%]
met2        90          23.34                    44
met4         0          1.449                  0.55
li1       1479              -                     -
met5         -              0                     0
met1      1316          26.60                    49
met3         4          3.711                   6.4
-- per-stage QoR --
stage	instances	cell area, um2	hold slack, ns	utilization [%]	power, mW
after floorplan	408	3976	0.4326	-	0.8253
after global placement	553	4400	0.4555	46.74	0.8833
after detailed placement	553	4400	0.4583	46.74	0.8839
after CTS	569	4613	0.4760	49.00	1.412
after global routing	569	4613	0.4915	49.00	1.467
final	569	4613	0.4690	49.00	1.396
-- sequential cells by signal, indices dropped and copies added (netlist names) --
register	cells
B	1
R	1
SSEG_AN	5
seg	4
led1	8
P1.pwm_counter	8
second	4
G	1
third	4
S1.count_out	19
duty_cycle	8
first	1
SSEG_CA	7
-- power by group through the flow --
| stage | sequential, mW | clock (mW) | combinational, mW |
|---|---|---|---|
| final | 0.691 | 0.526 | 0.179 |
| after global routing | 0.693 | 0.570 | 0.203 |
| after CTS | 0.691 | 0.541 | 0.180 |
-- cell type report --
class                   instances  area, um2  share of cell area (%)
inverters                      24      90.09                   1.953
repair buffers                 41      392.9                   8.516
multi-input cells             288       1969                   42.69
well taps                     129      161.4                   3.499
clock inverters                 6      85.08                   1.844
flip-flops and latches         71       1787                   38.73
clock buffers                  10      127.6                   2.766
-- final timing paths --
| path | start | slack [ns] | endpoint |
|---|---|---|---|
| min in group asynchronous | reset | 0.99 | S1.count_out[0] |
| max reg2reg | P1.pwm_counter[5] | 2.96 | G |
| min | S1.count_out[12] | 0.47 | S1.count_out[12] |
| max | sw1[5] | 0.90 | duty_cycle[7] |
| max in group asynchronous | reset | 3.15 | S1.count_out[14] |
| min reg2reg | S1.count_out[12] | 0.47 | S1.count_out[12] |
-- logic make-up after synthesis --
family          Yosys count
mux                      10
compound gates           86
simple gates            133
flops                    71
fa+ha+maj                26
buf+inv                  49
other cells               2
xor+xnor                 28
Power and IR drop assume default switching activity.
